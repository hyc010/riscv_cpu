===== flow/run.sh =====
#!/bin/bash
# OpenROAD 26Q1-2900-gdf79404cd8, Yosys 0.63+post, stock flow scripts
make -C /OpenROAD-flow-scripts/flow DESIGN_CONFIG=/design/flow/config.mk WORK_HOME=/design/flow/orfs finish

===== flow/config.mk =====
export PLATFORM = sky130hd
export DESIGN_NAME = MEU
export DESIGN_NICKNAME = MEU
export VERILOG_FILES = /design/flow/design.v
export SDC_FILE = /design/flow/constraint.sdc
export NUM_CORES = 4
export LEC_CHECK = 1
export CORE_UTILIZATION = 40

===== flow/constraint.sdc =====
current_design MEU

set clk_period 16.2
set clk_io_pct 0.2

create_clock -name clk0 -period $clk_period [get_ports {clk}]

set non_clock_inputs [all_inputs -no_clocks]
set_input_delay [expr $clk_period * $clk_io_pct] -clock clk0 $non_clock_inputs
set_output_delay [expr $clk_period * $clk_io_pct] -clock clk0 [all_outputs]

===== flow/design.v =====
module MEU(
    input wire clk,
    input wire rst_n,
    input wire [32-1:0] me_addr,
    input wire [32-1:0] me_wdata,
    input wire [1:0] me_control_mem_write,
    input wire [2:0] me_control_mem_read,
    output wire [32-1:0] me_rdata
);
DMEM MEU_DMEM (
    .clk(clk),
    .rst_n(rst_n),
    .addr(me_addr),
    .write_data(me_wdata),
    .mem_write(me_control_mem_write),
    .mem_read(me_control_mem_read),
    .read_data(me_rdata)
);
endmodule 
module DMEM(
    input wire clk,
    input wire rst_n,
    input wire [32-1:0] addr,
    input wire [32-1:0] write_data,
    input wire [2:0] mem_read,
    input wire [1:0] mem_write,
    output reg [32-1:0] read_data
);
reg [7:0] memory [0:32-1];  
integer i;
always @(*) begin
    read_data = 32'b0;
    if (mem_read != 3'b000) begin
        case (mem_read[1:0])
            2'b01: begin  
                if(mem_read[2] == 1'b1) begin  
                    read_data = {{24{memory[addr][7]}}, memory[addr]};
                end else begin 
                    read_data = {24'b0, memory[addr]};
                end
            end
            2'b10: begin  
                if(mem_read[2] == 1'b1) begin  
                    read_data = {{16{memory[addr + 1][7]}}, memory[addr + 1], memory[addr]};
                end else begin 
                    read_data = {16'b0, memory[addr + 1], memory[addr]};
                end
            end
            2'b11: begin  
                read_data = {memory[addr + 3], memory[addr + 2], memory[addr + 1], memory[addr]};
            end
            default: read_data = 32'b0;
        endcase
    end
    else begin
        read_data = 32'b0;
    end
end
always @(posedge clk or negedge rst_n) begin
    if (!rst_n) begin
        for (i = 0; i < 32; i = i + 1) begin
            memory[i] = 8'b0;
        end
    end else begin
        if (mem_write != 2'b00) begin
            case (mem_write)
                2'b01: begin  
                    memory[addr] <= write_data[7:0];
                end
                2'b10: begin  
                    memory[addr] <= write_data[7:0];
                    memory[addr + 1] <= write_data[15:8];
                end
                2'b11: begin  
                    memory[addr] <= write_data[7:0];
                    memory[addr + 1] <= write_data[15:8];
                    memory[addr + 2] <= write_data[23:16];
                    memory[addr + 3] <= write_data[31:24];
                end
                default: ;  
            endcase
        end
    end
end
endmodule

==> flow_metrics.tcl <==
# yosys + openroad results
set metrics [dict create \
    grt_pass1_vias 38200 \
    drv.max_cap_violation_count 0 \
    synth_cell_types 96 \
    multi_input_comb_area_um2 22200 \
    drc 0 \
    critical_path_arrival_ns 9.00 \
    finalWirelength_mm 260 \
    worst_setup_path_end_kind "primary output" \
    failing_checks "max-slew violations" \
    wl_met2_mm 93.4 \
    layout_top_cell_excl_fill_tap "sky130_fd_sc_hd__nand2_1" \
    placed_cells 4965 \
    global_placer_s_final_weighted_congestion 1.33 \
    r2r_cells 6 \
    root_buffer "sky130_fd_sc_hd__clkbuf_16" \
    grt_start_max_net_pins 81 \
    largest_registers_in_the_final_layout "MEU_DMEM.memory: 256 flops" \
    grt_antenna_before_repair 42 \
    worst_skew_pair.late_latency_ns 0.57 \
    startpoint_type "input pin" \
    ffs_latches_synth 256 \
    detailroute.via_count 43100 \
    yosys_warnings 2 \
    rsz0062_at_grt "no" \
    vdd_drop_max_mv 0.103 \
    static-leakage-power_nw 13.4 \
    fill_cell_count 7034 \
    routed_antenna_nets 0 \
    final.period_utilization 0.756 \
    grt_overflow_total 0 \
    mostFrequentLayoutCells "sky130_fd_sc_hd__nand2_1 (621), sky130_fd_sc_hd__mux2i_1 (389), sky130_fd_sc_hd__buf_4 (293)" \
    first_pass_grt_wire_length_mm 341 \
    asyncSetResetFlopFracSynth 1.00 \
    cts-resized-gates 0 \
    yosysTopAreaCell "sky130_fd_sc_hd__dfrtp_1" \
    avgViaCountPerCell 8.47 \
    post_drt_wl_per_cell_um 51.1 \
    timing_max_transition_violations_final 1 \
    buffer_ports.inserted 75 \
    r2r_setup_slack_ns 14.14 \
    clk_pin_slew_worst_paths_ns 0.06 \
    synthesis.area_per_instance_um2 7.45 \
    final.hold.worst_slack_ns 0.604 \
    ys_area_um2 30400 \
    floorplan.core_area_um2 74800 \
    period_minus_slack_ns 12.24 \
    cts.repair_timing.setup_buffer_count 0 \
    die_h_um 278 \
    setup_tns_ns 0 \
    dominantRegCellSynth "sky130_fd_sc_hd__dfrtp_1" \
    htree_levels 2 \
    largest_register_ff_count 256 \
    final_cell_count_no_fill 5086 \
    wl_met1_mm 85.6 \
    cts_buffers 34 \
    type_of_the_worst_setup_path "in -> out" \
    final_core_utilization 0.453 \
    worst_slew_pin_tran_ns 1.51 \
    enable_flop_cells 0 \
    count_of_standard_cell_rows 100 \
    synth.area.top_cells "sky130_fd_sc_hd__dfrtp_1 (21%), sky130_fd_sc_hd__mux2i_1 (13%), sky130_fd_sc_hd__nand2_1 (7.7%)" \
    proportion_of_layout_cells_with_a_drive_suffix_above_1 0.130 \
    yosysCellCount 4084 \
    synth_cells 4084 \
    cts_tree "yes" \
    timing.fmax_mhz 81.7 \
    regMostFlops "MEU_DMEM.memory" \
    syn_area_um2 30400 \
    die_x_um 278 \
    worst-endpoint-required_ns 12.96 \
    design.die.area_um2 77100 \
    hold_path_depth 2 \
    core_util_floorplan 0.407 \
    hpwl_after_detailed_placement_mm 186 \
    hold_violations 0 \
    seq_area_um2 6410 \
    hold_path.class "reg -> reg" \
    cts-hold-fix-buffers 0 \
    setup-violations-final 0 \
    area_share_of_the_largest_cell_type_after_synthesis 0.211 \
    layout-area-overhead-vs-synth_pct 11.4 \
    max_slew_margin -0.00870 \
    power_density_over_cell_area_nw_per_um2 108 \
    pin_count 103 \
    cts_buffer_depth 3 \
    synth.yosys.seq_area_share 0.211 \
    warning_count 54 \
    drt-initial-drc-count 8480 \
    outcome "complete, but fails checks" \
    detailedRoute.firstPassIterationCount 12 \
    detailroute.wirelength.met3_mm 48.2 \
    track_usage 0.670 \
    clock-skew-final_ns 0 \
    routed.top_layer "met5" \
    clock_tree_sinks 256 \
    critical_path.max_fanout 38 \
]
[cell type report]
cell class                 instances  area share
antenna                           61     0.00450
clock buffer                      50      0.0295
clock inverter                    10     0.00351
inverter                          12     0.00148
multi-input combinational       3362       0.654
sequential                       256       0.189
tap                              969      0.0358
timing repair buffer             366      0.0817
[kinds of logic (layout without fill, tap and decap cells)]
family,after synthesis,in the layout,share of synthesized area
other,0,61,0
xor gates and xnor gates,7,7,0.00251
adders and majority gates,4,4,0.00165
muxes,446,446,0.150
AOI/OAI and AO/OA,1639,1639,0.379
DFF,256,256,0.211
and+or+nand+nor,1266,1266,0.190
buffers and inverters,466,438,0.0659
[final timing paths]
kind                                                     from                            endpoint
min in group asynchronous                               rst_n  MEU_DMEM.memory[24][5]$_DFFE_PN0P_
min reg2reg                MEU_DMEM.memory[21][0]$_DFFE_PN0P_  MEU_DMEM.memory[21][0]$_DFFE_PN0P_
max                                                me_addr[1]                        me_rdata[22]
max reg2reg                 MEU_DMEM.memory[7][7]$_DFFE_PN0P_   MEU_DMEM.memory[7][7]$_DFFE_PN0P_
min                        MEU_DMEM.memory[21][0]$_DFFE_PN0P_  MEU_DMEM.memory[21][0]$_DFFE_PN0P_
max in group asynchronous                               rst_n  MEU_DMEM.memory[15][6]$_DFFE_PN0P_
[worst max-delay path, cell delays in order]
cell and delay (ns):
sky130_fd_sc_hd__buf_2 0.08, sky130_fd_sc_hd__buf_4 0.45, sky130_fd_sc_hd__clkinv_1 0.22, sky130_fd_sc_hd__buf_4 0.27, sky130_fd_sc_hd__ha_2 0.73, sky130_fd_sc_hd__buf_4 0.58, sky130_fd_sc_hd__inv_1 0.40, sky130_fd_sc_hd__nand2_1 0.43
sky130_fd_sc_hd__a21oi_1 0.09, sky130_fd_sc_hd__buf_4 0.22, sky130_fd_sc_hd__a222oi_1 0.52, sky130_fd_sc_hd__nand3_1 0.38, sky130_fd_sc_hd__a2111oi_0 0.53, sky130_fd_sc_hd__buf_4 0.23, sky130_fd_sc_hd__o31ai_1 0.07, sky130_fd_sc_hd__clkdlybuf4s50_1 0.45
[cell usage after synthesis, drive strengths merged (8+ instances only)]
library cell,n
and2,12
mux2i,390
a22oi,241
a32o,10
nand4,55
nand3b,9
o211ai,82
a21boi,16
a221oi,150
o22ai,140
nand2b,14
o2bb2ai,40
a32oi,19
clkbuf,317
nor3,61
o21a,8
or3,12
nand2,626
o21ai,313
a211oi,14
a31oi,122
o31ai,17
a2111oi,12
nand3,97
a222oi,24
and3,27
dfrtp,256
a21oi,182
inv,11
buf,137
a22o,159
nor2,254
nor2b,13
nor4,26
mux2,55
nor4b,9
a221o,37
o22a,8
or4,10
[per-layer routing]
metal | track usage | vias to the layer above
met5 | 0.113 | -
met4 | 0.587 | 38
met3 | 0.487 | 1858
met2 | 0.818 | 5051
met1 | 0.745 | 20300
li1 | - | 15900
[per-stage QoR]
step	total power, W	setup WS (ns)	instance area [um^2]
CTS	0.00340	4.44	33700
global route	0.00357	4.14	33800
floorplan	0.00164	6.82	30400
detailed placement	0.00262	4.46	32600
finish	0.00365	3.96	33900
global placement	0.00261	4.44	32600
[power by group]
part / leakage (nW) / internal, W / switching, W / total (W)
combinational: 9.90 / 0.000474 / 0.000955 / 0.00143
sequential: 2.94 / 0.000769 / 0.000651 / 0.00142
clock: 0.556 / 0.000461 / 0.000339 / 0.000800
No activity file was given, so power comes from the tool's default toggle rates.
