### run.sh
#!/bin/bash
# OpenROAD 26Q1-2900-gdf79404cd8, Yosys 0.63+post, stock flow scripts
make -C /OpenROAD-flow-scripts/flow DESIGN_CONFIG=/design/flow/config.mk WORK_HOME=/design/flow/orfs finish
### config.mk
export PLATFORM = sky130hd
export DESIGN_NAME = Fwd_unit
export DESIGN_NICKNAME = Fwd_unit
export VERILOG_FILES = /design/flow/design.v
export SDC_FILE = /design/flow/constraint.sdc
export NUM_CORES = 4
export LEC_CHECK = 1
export CORE_AREA = 10 10 110 110
export DIE_AREA = 0 0 120 120
### constraint.sdc
current_design Fwd_unit

set clk_period 9.1
set clk_io_pct 0.2

create_clock -name clk0 -period $clk_period

set non_clock_inputs [all_inputs -no_clocks]
set_input_delay [expr $clk_period * $clk_io_pct] -clock clk0 $non_clock_inputs
set_output_delay [expr $clk_period * $clk_io_pct] -clock clk0 [all_outputs]
### design.v
module Fwd_unit(
    input wire [5-1:0] me_data_rd_addr,
    input wire [5-1:0] wb_rd_addr,
    input wire [5-1:0] ex_data_rs1_addr,
    input wire [5-1:0] ex_data_rs2_addr,
    input wire [32-1:0] ex_data_rs1_data,
    input wire [32-1:0] ex_data_rs2_data,
    input wire me_control_wb_en,
    input wire wb_control_wb_en,
    input wire [32-1:0] me_alu_result,
    input wire [32-1:0] wb_data,
    output reg [32-1:0] ex_rs1_data_fwd,
    output reg [32-1:0] ex_rs2_data_fwd
);
wire [1:0] rs1_MUX_sel;
wire [1:0] rs2_MUX_sel;
assign rs1_MUX_sel = (me_control_wb_en && (me_data_rd_addr != 0) && (me_data_rd_addr == ex_data_rs1_addr)) ? 2'b01 :
                     (wb_control_wb_en && (wb_rd_addr != 0) && (wb_rd_addr == ex_data_rs1_addr)) ? 2'b10 :
                     2'b00;  
assign rs2_MUX_sel = (me_control_wb_en && (me_data_rd_addr != 0) && (me_data_rd_addr == ex_data_rs2_addr)) ? 2'b01 :
                     (wb_control_wb_en && (wb_rd_addr != 0) && (wb_rd_addr == ex_data_rs2_addr)) ? 2'b10 :
                     2'b00;  
MUX3 #(
    .WIDTH(32)
) EX_Fwd_unit_rs1_MUX (
    .sel(rs1_MUX_sel),
    .in0(ex_data_rs1_data),
    .in1(me_alu_result),
    .in2(wb_data),
    .out(ex_rs1_data_fwd)
);
MUX3 #(
    .WIDTH(32)
) EX_Fwd_unit_rs2_MUX (
    .sel(rs2_MUX_sel),
    .in0(ex_data_rs2_data),
    .in1(me_alu_result),
    .in2(wb_data),
    .out(ex_rs2_data_fwd)
);
endmodule
module MUX3 #(
    parameter WIDTH = 32
)(
    input wire [WIDTH-1:0] in0,
    input wire [WIDTH-1:0] in1,
    input wire [WIDTH-1:0] in2,
    input wire [1:0] sel,
    output reg [WIDTH-1:0] out
);
    always @(*) begin
        case (sel)
            2'b00: out = in0;
            2'b01: out = in1;
            2'b10: out = in2;
            default: out = {WIDTH{1'bx}};
        endcase
    end
endmodule
==> datasheet_impl.txt <==
Physical implementation characteristics

Parameter                              Value

Place
  RD Place Congestion .................. 0.907
  Post-detail-place hpwl .................. about 11000 um
  Number of port buffers .................. ~210
  Dpl cell area .................. roughly 4400 um^2
  Place WS .................. around 2400 ps

Logic synthesis
  Netlist area before placement .................. roughly 2200 um^2
  Synthesized area divided by synthesized cell count .................. between 6 and 7 um^2
  Unique cell types .................. 20
  Number of synthesis warnings .................. 1
  Yosys stat chip area .................. approximately 2200 um^2
  Fraction of the yosys area taken by sequential cells .................. 0
  Cell count after synthesis .................. about 360
  Number of cells in Yosys stat .................. 355

Power
  Sequential power share .................. 0
  Peak VDD IR .................. between 0.04 and 0.05 mV
  Internal power .................. 0.000120 W
  Share of total power in combinational logic .................. 1.000
  Lkg Pwr .................. about 1.2 nW
  Switching share of total power .................. 0.473
  Net switching power of the design .................. 0.000108 W
  Proportion of power drawn by the clock network .................. 0
  Pwr/cell area .................. between 50 and 60 nW/um^2

CTS
  # Post-CTS Setup Buffers .................. 0
  Cell resize tally after clock tree synthesis .................. 0
  Cts hold-fix bufs .................. 0

Cells and area
  Final Core Density .................. 0.446
  Relative area change from synthesis to final layout .................. 96.2%
  Area of all placed cells without fillers .................. between 4000 and 5000 um^2
  Clock buffer count .................. 0
  Commonest cells after routing, fill and taps aside .................. sky130_fd_sc_hd__clkdlybuf4s50_1 (214), sky130_fd_sc_hd__nand4_1 (66), sky130_fd_sc_hd__o31ai_1 (64), sky130_fd_sc_hd__nor3_1 (64), sky130_fd_sc_hd__a31oi_1 (64)
  Area taken by flip-flops and latches .................. 0 um^2
  Number of fillers in the final layout .................. approximately 1000
  Number of flip-flops and latches .................. 0
  Highest-count logic cell in the final layout .................. sky130_fd_sc_hd__clkdlybuf4s50_1
  Combinational gate area .................. around 2000 um^2
  Proportion of layout cells with a drive suffix above 1 .................. 0.0479

Critical path
  Worst setup EP type .................. primary output
  Top cell by count, worst path .................. sky130_fd_sc_hd__clkdlybuf4s50_1
  Crit path launch type .................. primary input
  Top fanout value on the critical path .................. 33
  CP cell instances .................. clkdlybuf4s50_1 > or4_4 > o21ai_4 > buf_4 > o31ai_1 > a31oi_1 > clkdlybuf4s50_1
  Data required time of the worst path .................. around 7300 ps
  Slowest cell on the critical path .................. sky130_fd_sc_hd__o21ai_4
  Worst EP arrival .................. just under 5000 ps
  Category of the critical setup timing path .................. in -> out
  Slowest Stage Delay on Critical Path .................. roughly 670 ps

Timing
  Number of hold violations in the final report .................. 0
  Worst slew pin tran .................. ~830 ps
  Finish-stage setup viols .................. 0
  Total Negative Setup Slacks .................. 0 ps
  Final worst setup slack .................. roughly 2300 ps
  Minimum clock period after layout .................. about 6800 ps
  Final worst-path cycle share .................. 0.745
  Relative slew slack .................. 0.442
  Peak clock frequency supported by timing .................. between 0.1 and 0.15 GHz
  Number of pins exceeding their max-slew limit in the final report .................. 0
  Final hold slack .................. ~4600 ps
  RSZ-0062 raised after global routing .................. false

Routing
  Per-cell via count in the routed design .................. 6.02
  Final wirelength .................. around 15000 um
  Number of remaining DRC errors .................. 0
  Iter 0 DRT Violations .................. 453
  Remaining antenna violation count after routing .................. 0
  TritonRoute pass-1 iters .................. 5
  Total via count after detailed routing .................. between 3000 and 4000
  Antenna cell count .................. 0
  Detail-routed net length per standard cell .................. 23.6 um

Global route
  Maximum number of pins on one net before global-route repair .................. ~65
  First-pass GRT wire length .................. approximately 23000 um
  Antenna violations before repair .................. 0
  GR Overflow Total .................. 0
  Overall global routing resource usage .................. 0.200
  Vias in the first global route .................. about 4000

Min path
  Hold depth .................. 4
  Origin of the worst min-delay path .................. ex_data_rs1_data[22]
  Class of the most critical hold timing path .................. in -> out
  Terminating pin of the worst hold path .................. ex_rs1_data_fwd[22]

Die
  DIE WIDTH .................. approximately 120 um
  Die outline area .................. 14400 um^2
  Share of the core filled by cells before placement .................. 0.227
  Ports .................. about 210
  Core region area .................. between 9000 and 10000 um^2
  Vertical die size .................. 120 um
  Placement Rows .................. 36

Flow run
  Number of maximum-capacitance violations .................. 0
  Tool warnings .................. 32

Outcome
  Status .................. complete, no violations
[worst max-delay path, delay by kind of cell]
family / cells / cell delay (ps)
AND-OR/OR-AND: 3 / 1080
buffers and inverters: 3 / 1460
AND/OR/NAND/NOR: 1 / 580
[synthesized netlist by cell type]
cell	number	share of area
sky130_fd_sc_hd__nand4_1	66	0.19
sky130_fd_sc_hd__nor3_1	66	0.15
sky130_fd_sc_hd__a31oi_1	64	0.18
sky130_fd_sc_hd__o31ai_1	64	0.22
sky130_fd_sc_hd__clkbuf_1	35	0.059
sky130_fd_sc_hd__buf_2	11	0.025
sky130_fd_sc_hd__xnor2_1	10	0.039
sky130_fd_sc_hd__xor2_1	10	0.039
sky130_fd_sc_hd__buf_4	6	0.020
sky130_fd_sc_hd__buf_6	6	0.030
sky130_fd_sc_hd__buf_1	3	0.0051
sky130_fd_sc_hd__nor2_1	2	0.0034
sky130_fd_sc_hd__o211ai_2	2	0.011
sky130_fd_sc_hd__or2_1	2	0.0056
sky130_fd_sc_hd__or2_2	2	0.0056
sky130_fd_sc_hd__or3_1	2	0.0056
sky130_fd_sc_hd__o21a_1	1	0.0034
sky130_fd_sc_hd__o21ai_4	1	0.0073
sky130_fd_sc_hd__or4_1	1	0.0034
sky130_fd_sc_hd__or4_4	1	0.0051
[area by class of cell]
class / instances / area share
timing repair buffer: 228 / 0.516
tap: 133 / 0.0382
multi-input combinational: 294 / 0.446
[through the flow]
stage,power [W],cells
floorplan,0.0000817,355
global placement,0.000227,655
detailed placement,0.000227,655
CTS,0.000228,655
global route,0.000243,655
finish,0.000228,655
[power by group through the flow]
stage     Sequential (W)  Clock, W  Combinational, W
6_report               0         0          0.000228
4_1_cts                0         0          0.000228
5_1_grt                0         0          0.000243
[worst max path at each step]
stage	start	to	slack, ps	cells past startpoint
5_1_grt	wb_rd_addr[1]	ex_rs2_data_fwd[12]	2160	7
4_1_cts	wb_rd_addr[1]	ex_rs1_data_fwd[25]	2350	7
6_report	wb_rd_addr[1]	ex_rs1_data_fwd[25]	2320	7
[metal layers]
metal / up-vias / wire, um / track usage / share of wire
li1: 1821 / - / - / -
met1: 1821 / 6180 / 0.249 / 0.40
met2: 271 / 7380 / 0.343 / 0.48
met3: 33 / 1560 / 0.0500 / 0.10
met4: 0 / 368 / 0.0385 / 0.024
met5: - / 0 / 0 / 0
[cells by family after synthesis]
| family | after synthesis | share of synthesized area |
|---|---|---|
| XOR/XNOR | 20 | 0.0788 |
| AND-OR/OR-AND | 132 | 0.418 |
| buffers and inverters | 61 | 0.140 |
| AND/OR/NAND/NOR | 142 | 0.363 |
No activity file was given, so power comes from the tool's default toggle rates.
