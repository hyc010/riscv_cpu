===== design/flow/config.mk =====
export PLATFORM = sky130hd
export DESIGN_NAME = IDU
export DESIGN_NICKNAME = IDU
export VERILOG_FILES = /design/flow/design.v
export SDC_FILE = /design/flow/constraint.sdc
export NUM_CORES = 4
export LEC_CHECK = 1
export CORE_AREA = 10 10 77 77
export DIE_AREA = 0 0 87 87

===== design/flow/constraint.sdc =====
current_design IDU

set clk_period 6.0
set clk_io_pct 0.2

create_clock -name clk0 -period $clk_period

set non_clock_inputs [all_inputs -no_clocks]
set_input_delay [expr $clk_period * $clk_io_pct] -clock clk0 $non_clock_inputs
set_output_delay [expr $clk_period * $clk_io_pct] -clock clk0 [all_outputs]

===== design/flow/design.v =====
module Controller(
    input [6:0] opcode,
    input [2:0] funct3,
    input [6:0] funct7,
    output reg [2:0] id_mem_read,           
    output reg [1:0] id_mem_write,          
    output reg ALU_a_source,               
    output reg ALU_b_source,               
    output reg [2:0] imm_type,             
    output reg [4:0] alu_code,             
    output reg [5:0] branch_flag,     
    output reg id_wb_en,        
    output reg [1:0] id_Wb_sel,             
    output reg JAL_taken                
);
always @(*) begin
    id_mem_write      = 2'b00;
    id_mem_read       = 3'b000;
    id_Wb_sel      = 2'b00;  
    ALU_a_source  = 0;
    ALU_b_source  = 0;
    branch_flag = 0;
    imm_type    = 3'b000;
    id_wb_en = 1'b0;
    JAL_taken = 1'b0;
    case (opcode)
        7'b0110011: begin
            imm_type = 3'b000;
            id_wb_en = 1;
            case({funct7,funct3})
                10'b0000000_000: alu_code = 5'b00000;  
                10'b0100000_000: alu_code = 5'b00001;  
                10'b0000000_111: alu_code = 5'b00010;  
                10'b0000000_110: alu_code = 5'b00011;   
                10'b0000000_100: alu_code = 5'b00100;  
                10'b0000000_010: alu_code = 5'b00101;  
                10'b0000000_011: alu_code = 5'b00110; 
                10'b0000000_001: alu_code = 5'b00111;  
                10'b0000000_101: alu_code = 5'b01000;  
                10'b0100000_101: alu_code = 5'b01001;  
                default:         alu_code = 5'b00000;  
            endcase
        end
        7'b0010011: begin
            imm_type = 3'b001;
            id_wb_en = 1;
            case({funct3})
                3'b000: alu_code = 5'b00000;  
                3'b111: alu_code = 5'b00010;  
                3'b110: alu_code = 5'b00011;   
                3'b100: alu_code = 5'b00100;  
                3'b010: alu_code = 5'b00101;  
                3'b011: alu_code = 5'b00110; 
                3'b001: alu_code = 5'b00111;  
                3'b101: begin
                    if(funct7[5] == 1'b0)
                        alu_code = 5'b01000;  
                    else
                        alu_code = 5'b01001;  
                end
                default:         alu_code = 5'b00000;  
            endcase
            ALU_b_source = 1'b1;  
        end
        7'b0000011: begin
            imm_type = 3'b001;
            id_wb_en = 1;
            case (funct3)
                3'b000: id_mem_read = 3'b001;     
                3'b001: id_mem_read = 3'b010;     
                3'b010: id_mem_read = 3'b011;     
                3'b100: id_mem_read = 3'b101;   
                3'b101: id_mem_read = 3'b110;   
                default: id_mem_read = 3'b011;    
            endcase
            id_Wb_sel = 2'b01;  
            alu_code = 5'b00000;  
            ALU_b_source = 1'b1;  
        end
        7'b0100011: begin
            imm_type = 3'b010;  
            case (funct3)
                3'b000: id_mem_write = 2'b01;    
                3'b001: id_mem_write = 2'b10;    
                3'b010: id_mem_write = 2'b11;    
                default: id_mem_write = 2'b11;   
            endcase
            alu_code = 5'b00000;  
            ALU_b_source = 1'b1;  
        end
        7'b1100011: begin
            imm_type = 3'b011;
            ALU_a_source = 1'b1;  
            ALU_b_source = 1'b1;  
            alu_code = 5'b00000;  
            case(funct3)
                3'b000: branch_flag[0] = 1;  
                3'b001: branch_flag[1] = 1;  
                3'b100: branch_flag[2] = 1;  
                3'b101: branch_flag[3] = 1;  
                3'b110: branch_flag[4] = 1;  
                3'b111: branch_flag[5] = 1;  
                default: ;  
            endcase
        end
        7'b0110111: begin
            imm_type = 3'b100;
            ALU_b_source = 1'b1;  
            alu_code = 5'b10001;  
            id_wb_en = 1;
            id_Wb_sel = 2'b00;  
        end
        7'b0010111: begin
            imm_type = 3'b100;
            ALU_a_source = 1'b1;  
            ALU_b_source = 1'b1;  
            alu_code = 5'b00000;  
            id_wb_en = 1;
            id_Wb_sel = 2'b00;  
        end
        7'b1101111: begin
            imm_type = 3'b101;
            id_wb_en = 1;
            id_Wb_sel = 2'b10;  
            ALU_a_source = 1'b1;  
            ALU_b_source = 1'b1;  
            alu_code = 5'b00000;  
            JAL_taken = 1'b1;  
        end
        7'b1100111: begin
            imm_type = 3'b001;
            alu_code = 5'b10000;  
            id_wb_en = 1;
            id_Wb_sel = 2'b10;  
            JAL_taken = 1'b1;  
            ALU_b_source = 1'b1;  
        end
        default: begin
            imm_type = 3'b000;  
        end
    endcase
end
endmodule
module IDU(
    input wire [32-1:0] id_instr,
    output wire [5-1:0] id_rs1_addr,
    output wire [5-1:0] id_rs2_addr,
    output wire [5-1:0] id_rd_addr,
    output wire [32-1:0] id_imm,
    output wire [2:0] id_control_mem_read,           
    output wire [1:0] id_control_mem_write,          
    output wire id_control_ALU_a_source,               
    output wire id_control_ALU_b_source,               
    output wire [4:0] id_control_alu_code,
    output wire [5:0] id_control_branch_flag,         
    output wire id_JAL_taken,                
    output wire [1:0] id_control_Wb_sel,             
    output wire id_control_wb_en        
);
wire [6:0] funct7;
wire [2:0] funct3;
wire [6:0] opcode;
wire [2:0] imm_type;             
ImmGenerator IDU_immgen (
    .instr(id_instr),
    .imm_type(imm_type),
    .imm_out(id_imm)
);
Controller IDU_controller (
    .opcode(opcode),
    .funct3(funct3),
    .funct7(funct7),  
    .id_mem_read(id_control_mem_read),
    .id_mem_write(id_control_mem_write),
    .ALU_a_source(id_control_ALU_a_source),
    .ALU_b_source(id_control_ALU_b_source),
    .imm_type(imm_type),
    .alu_code(id_control_alu_code),
    .branch_flag(id_control_branch_flag),
    .id_wb_en(id_control_wb_en),
    .id_Wb_sel(id_control_Wb_sel),
    .JAL_taken(id_JAL_taken)
);
Decoder IDU_decoder (
    .instr(id_instr),
    .o_opcode(opcode),
    .funct3(funct3),
    .funct7(funct7),
    .o_rs1_addr(id_rs1_addr),
    .o_rs2_addr(id_rs2_addr),
    .o_rd_addr(id_rd_addr)
);
endmodule
module Decoder (
    input  wire [32-1:0] instr,
    output [6:0] o_opcode,
    output [2:0] funct3,
    output [6:0] funct7,
    output [5-1:0] o_rs1_addr,
    output [5-1:0] o_rs2_addr,
    output [5-1:0] o_rd_addr
);
assign o_opcode    = instr[6:0];
assign funct3      = instr[14:12];
assign funct7      = instr[31:25];
assign o_rs1_addr  = instr[19:15];
assign o_rs2_addr  = instr[24:20];
assign o_rd_addr   = instr[11:7];
endmodule
module ImmGenerator(
    input wire [32-1:0] instr,
    input wire [2:0] imm_type,
    output wire [32-1:0] imm_out
);
assign imm_out = (imm_type == 3'b001) ? {{20{instr[31]}}, instr[31:20]} :   
                 (imm_type == 3'b010) ? {{20{instr[31]}}, instr[31:25], instr[11:7]} :   
                 (imm_type == 3'b011) ? {{19{instr[31]}}, instr[31], instr[7], instr[30:25], instr[11:8], 1'b0} :   
                 (imm_type == 3'b100) ? {instr[31:12], 12'b0} :   
                 (imm_type == 3'b101) ? {{11{instr[31]}}, instr[31], instr[19:12], instr[20], instr[30:21], 1'b0} :   
                 32'b0;   
endmodule

===== design/flow/run.sh =====
#!/bin/bash
# OpenROAD 26Q1-2900-gdf79404cd8, Yosys 0.63+post, stock flow scripts
make -C /OpenROAD-flow-scripts/flow DESIGN_CONFIG=/design/flow/config.mk WORK_HOME=/design/flow/orfs finish

==> results.toml <==
# implementation run metrics
[cells_and_area]
max_ffs_per_register = 5
layout-drive-gt1-share_pct = 4.85
layout_top_cell = "clkdlybuf4s50_1"
syn2layout_area_growth_pct = 86.9
most_frequent_cells_in_the_layout = "101 x clkdlybuf4s50_1, 22 x nor2_1, 19 x a21o_1"

[final_timing]
finalHoldWorstSlack_ns = 3.22
count_of_endpoints_without_a_timing_constraint = 10
final_critical_path_setup_slack_ns = 1.05
max-slew-margin-rel_pct = 44.0
rsz_0062_raised_after_global_routing = "no"
pin_slew_with_the_least_headroom_to_its_limit_ns = 0.840
peak_clock_frequency_supported_by_timing_ghz = 0.202
layout_min_cycle_time_ns = 4.95
report.final.hold_viol_count = 0
finalCritPeriodShare_pct = 82.5
count_of_final_setup_violators = 0
tns_ns = 0
slew_viol_final = 0
register_pins_left_without_a_clock = 5

[place]
io_buffer_count = 101
gp_routability_congestion = 0.858
dpl.hpwl_um = 3960
post-place-ws_ns = 1.05

[floorplanning]
die_w_um = 87
core_area_um2 = 4350
die_h_um = 87
floorplan.io_pins = 101
std_cell_rows = 24
chipArea_um2 = 7570
floorplan.initialDensity_pct = 23.8

[grt]
first_global_vias = 1311
pin_count_of_the_biggest_net_entering_global_routing = 14
globalRoute.totalOverflow = 0
grt_use_total_pct = 11.4
grt_antenna_before_repair = 0
wire_length_of_the_first_global_routing_pass_um = 7110

[critical_path]
setup.worst_path.class = "primary input to output pin"
crit_top_cell = "clkdlybuf4s50_1"
setup.worst_path.start = "id_instr[6]"
crit_path_cell_trace = "clkdlybuf4s50_1, nand2_1, a211o_1, a21oi_1, a21o_1, clkdlybuf4s50_1"
timing.critical_path.slowest_cell_delay_ns = 0.78
critical_path.startpoint_type = "primary input"
worst_path_max_fanout = 13
cp-end-kind = "output pin"
critical-path-slowest-cell = "clkdlybuf4s50_1"
arrival_ns = 3.75
cp.required_ns = 4.80

[power_and_ir_drop]
p_switching_uw = 28.6
pwr-share-comb_pct = 98.5
power_density_nw_per_um2 = 39.4
power_frac_clock_pct = 0
netSwitchingFraction_pct = 37.6
seq_power_share_pct = 1.5
irDropWorstVdd_v = 0.0000187
p_int_uw = 47.6
p_leak_uw = 0.000822

[synth]
top_cells_by_area = "a21o_1 14%, buf_4 12%, nor2_1 8.0%"
ys.warnings.count = 1
synth_area_leader_cell = "a21o_1"
synthArstFlopShare_pct = 0
synth_largest_type_area_fraction_pct = 13.8
synth-edff-count = 0
synth_area_per_cell_um2 = 6.81
yosysCellCount = 152
yosys.cell_types.count = 42
synthCells = 152
synth_area_um2 = 1030
synth_top_flop_cell = "dlxtn_1"
ys_chip_area_um2 = 1030
ys.flops = 5

[clocking]
cts.hold.buffers_added = 0
post_cts_buffers = 0
cts_repair_resize_count = 0

[drt]
drt_first_iter_violations = 39
routed_wire_length_per_instance_um = 16.6
vias_after_detailed_routing = 1328
insertedDiodeCount = 0
totalWireLength_um = 4620
drc = 0
ant_nets = 0
via_per_inst = 4.76
dr.pass1.iters = 4

[min_path]
min-delay-start = "id_instr[19]"
worst_hold_path_type = "primary input to output pin"

[flow_run]
warning_count = 32
drv.max_cap_violation_count = 0

[outcome]
outcome = "finished, final reports clean"
## metal layers
layer | part of all wire, % | global-route usage (%)
met5 | 0 | 0
met3 | 10 | 3.68
met2 | 48 | 19.5
met1 | 42 | 14.4
met4 | 0 | 0
## power by group through the flow
stage | registers [uW] | clock network [uW] | logic [uW]
after global routing | 1.21 | 0 | 82.1
final | 1.17 | 0 | 75.0
after CTS | 1.17 | 0 | 76.0
## cell usage after synthesis (all sizes together), types with 2 or more instances
cell type / count
o21ai: 4
nand3: 3
nor2b: 7
nand2: 8
clkbuf: 2
nand2b: 3
and3: 2
buf: 24
dlxtn: 5
nand4b: 2
or2: 4
nor2: 22
a211oi: 3
a211o: 2
inv: 3
nor3: 3
o31ai: 2
a21oi: 7
and2: 4
a21o: 19
xnor2: 2
mux2: 2
a32o: 2
a22o: 4
## metrics by stage
stage	cell area, um^2	cells	total power, uW	util (%)
6_report	1930	279	76.2	44.4
5_1_grt	1930	279	83.4	44.4
4_1_cts	1930	279	77.2	44.4
3_5_place_dp	1930	279	76.8	44.4
3_3_place_gp	1930	279	77.1	44.4
2_1_floorplan	1030	152	33.7	-
## logic make-up (layout without fill, tap and decap cells)
group                     Yosys count  in the layout  share of synthesized area (%)
and+or+nand+nor                    64             64                           33.0
AOI/OAI and AO/OA                  50             50                           37.7
buffers and inverters              29            104                           18.1
latches                             5              5                           7.25
xor gates and xnor gates            2              2                           1.69
muxes                               2              2                           2.18
## worst max-delay path: cells and delay by family
kind | cells | cell delay, ns
buf+inv | 2 | 1.25
compound gates | 3 | 1.20
simple gates | 1 | 0.10
## final cells by class
type / instances / area, um^2
fill: 433 / 2420
timing repair buffer: 101 / 1010
sequential: 5 / 75.1
inverter: 3 / 11.3
tap: 52 / 65.1
multi-input combinational: 118 / 772
## worst paths after layout
path,slack [ns],cells past startpoint,end
worst max-delay path,1.05,6,id_imm[23]
worst min-delay path,3.22,2,id_rs1_addr[4]
No activity file was given, so power comes from the tool's default toggle rates.
